==> ./design.v <==
module digitalAssign(clk, rst, rst_n, a, b, c, d, e,  indicator, HEX, door, status1, status2, status3, status4, status5, i1, i2, i3, i4, i5, led);
input clk, rst, rst_n, a, b, c, d, e, i1, i2, i3, i4, i5;
output reg[7:0]indicator;
output reg door;
reg[4:0] current_state,next_state;
output [6:0] HEX;
output reg [6:0] status1, status2, status3, status4, status5;
output reg [17:0] led;
parameter IDLE=3'b000, VAL=3'b001, DENIED=3'b010,GRANTED=3'b011,OPEN=3'b100, CLOSE=3'b101;
reg [7:0] result;
wire [11:0] A1; 
reg [23:0] slow_counter;
wire slow_clk;
ClockDivider #(
    .DIV_FACTOR(15_000_000)  
) clock_divider_inst (
    .clk_in(clk),
    .rst(rst),
    .clk_out(slow_clk)
);
wire [17:0] open_led, close_led;   
    open open_inst (
        .clock (clk),
        .rst_n (rst_n),
        .led   (open_led)
		);
	  close close_inst (
        .clock (clk),
        .rst_n (rst_n),
        .led   (close_led)
		);
always@(*) begin
indicator[7:0] = 1'b0;
door = 1'b0;
			if (!rst_n) begin
            slow_counter = 24'd0;
            led          = 18'b111111111111111111;
         end
case (current_state)
IDLE: begin 
result=3'd0;
indicator[0] = 1'b1;
status1 = 7'b1001111;  
status2 = 7'b1000000;  
status3 = 7'b1000111;  
status4 = 7'b0000110;  
status5 = 7'b1111111;  
led          = 18'b000000000000000000;
	if (a==0)   
		next_state=IDLE;
	else if(a == 1)
		next_state=VAL;
end
VAL: begin 
status1 = 7'b0001100;
status2 = 7'b0001110;
status3 = 7'b1001111;
status4 = 7'b1000000;
status5 = 7'b1111111;
result=3'd1;
led          = 18'b000000000000000000;
indicator[1] = 1'b1;
		if(b==1) begin  
			if((i1==1)&&(i2==1)&&(i3==0)&&(i4==1)&&(i5==0))begin  
				next_state=GRANTED;
			end else begin
				next_state=DENIED;
		end
	end
	else begin
		next_state=VAL;
	end
end
DENIED: begin 
status1 = 7'b1001000;
status2 = 7'b1000000;
status3 = 7'b0001100;
status4 = 7'b0000110;
status5 = 7'b1111111;
indicator[2] = 1'b1;
result=3'd2;
led          = 18'b000000000000000000;
		next_state=DENIED;
end
GRANTED: begin 
status1 = 7'b0001100;
status2 = 7'b0001000;
status3 = 7'b0010010;
status4 = 7'b0010010;
status5 = 7'b1111111;
indicator[0] = 1'b1;
indicator[1] = 1'b1;
indicator[2] = 1'b1;
indicator[3] = 1'b1;
indicator[4] = 1'b1;
indicator[5] = 1'b1;
indicator[6] = 1'b1;
indicator[7] = 1'b1;
led          = 18'b000000000000000000;
result=3'd3;
	if(c == 1) 
		next_state=OPEN;
	else
		next_state=GRANTED;
end
OPEN: begin
    status1       = 7'b1000000;
    status2       = 7'b0001100;
    status3       = 7'b0000110;
    status4       = 7'b1001000; 
    status5       = 7'b1111111;
    indicator[4]  = 1'b1;
    result        = 3'd4;
    door          = 1'b1;
	  led = open_led;
    if (d == 1) 
        next_state = CLOSE;
    else
        next_state = OPEN;
end
CLOSE: begin 
status1 = 7'b1000111;
status2 = 7'b1000000;
status3 = 7'b0010010;
status4 = 7'b0000110;
status5 = 7'b1000110;
indicator[5] = 1'b1;
result=3'd5;
led = close_led;
 if (e == 1) 
        next_state = IDLE;
    else
        next_state = CLOSE;
end
endcase
end 
always@(posedge slow_clk or negedge rst)
begin
	if (!rst) begin
         current_state <= IDLE;
   end else begin
			current_state<=next_state;
	end
end
    bin_to_bcd bcd1_converter (
        .binary(result),
        .bcd(A1)
    );
    seven_seg seg2 (
        .bcd(A1[7:0]),
        .hex_out(HEX)
    );
endmodule 
module bin_to_bcd (
    input [7:0] binary,  
    output reg [11:0] bcd  
);
    integer i;
    reg [19:0] shift_reg;  
    always @(*) begin
        shift_reg = {12'd0, binary};
        for (i = 0; i < 8; i = i + 1) begin
            if (shift_reg[19:16] >= 5)
                shift_reg[19:16] = shift_reg[19:16] + 3;
            if (shift_reg[15:12] >= 5)
                shift_reg[15:12] = shift_reg[15:12] + 3;
            if (shift_reg[11:8] >= 5)
                shift_reg[11:8] = shift_reg[11:8] + 3;
            shift_reg = shift_reg << 1;
        end
        bcd = shift_reg[19:8];  
    end
endmodule
module seven_seg (
    input [3:0] bcd,  
    output reg [6:0] hex_out  
);
always @(*)
        case (bcd)
            4'd0: hex_out = 7'b1000000;  
            4'd1: hex_out = 7'b1111001;  
            4'd2: hex_out = 7'b0100100;  
            4'd3: hex_out = 7'b0110000;  
            4'd4: hex_out = 7'b0011001;  
            4'd5: hex_out = 7'b0010010;  
            4'd6: hex_out = 7'b0000010;  
            4'd7: hex_out = 7'b1111000;  
            4'd8: hex_out = 7'b0000000;  
            4'd9: hex_out = 7'b0010000;  
            default: hex_out = 7'b1111111;  
        endcase
endmodule
module close (
    input         clock,        
    input         rst_n,      
    output reg [17:0] led
);
    reg [23:0] slow_counter;
    always @(posedge clock or negedge rst_n) begin
        if (!rst_n) begin
            slow_counter = 24'd0;
            led          = 18'b000000000000000000;
        end else begin
            if (led == 18'b111111111111111111) begin
                slow_counter = slow_counter;
                led          = led;
            end else begin
                slow_counter = slow_counter + 1'b1;
                if (slow_counter == 24'h999999) begin
                    led[8:0] = {led[7:0], ~led[8]};
						  led[17:9] = {~led[9], led[17:10]};
                    slow_counter = 24'd0;
                end
            end
        end
    end
endmodule
module open (
    input         clock,        
    input         rst_n,      
    output reg [17:0] led
);
    reg [23:0] slow_counter;
    always @(posedge clock or negedge rst_n) begin
        if (!rst_n) begin
            slow_counter = 24'd0;
            led          = 18'b111111111111111111;
        end else begin
            if (led == 18'b000000000000000000) begin
                slow_counter = slow_counter;
                led          = led;
            end else begin
                slow_counter = slow_counter + 1'b1;
                if (slow_counter == 24'h999999) begin
						  led[8:0] = {~led[0], led[8:1]};
						  led[17:9] = {led[16:9], ~led[17]};
                    slow_counter = 24'd0;
                end
            end
        end
    end
endmodule
module ClockDivider(
    input wire clk_in,        
    input wire rst,         
    output reg clk_out        
);
    parameter DIV_FACTOR = 25_000_000;  
    reg [31:0] counter;  
    always @(posedge clk_in or negedge rst) begin
        if (!rst) begin
            counter <= 0;
            clk_out <= 0;
        end else begin
            if (counter == (DIV_FACTOR - 1)) begin
                counter <= 0;
                clk_out <= ~clk_out;  
            end else begin
                counter <= counter + 1;
            end
        end
    end
endmodule
==> ./run.sh <==
#!/bin/bash
# OpenROAD 26Q1-2900-gdf79404cd8, Yosys 0.63+post, stock flow scripts
make -C /OpenROAD-flow-scripts/flow DESIGN_CONFIG=/design/flow/config.mk WORK_HOME=/design/flow/orfs finish
==> ./config.mk <==
export PLATFORM = sky130hd
export DESIGN_NAME = digitalAssign
export DESIGN_NICKNAME = digitalAssign
export VERILOG_FILES = /design/flow/design.v
export SDC_FILE = /design/flow/constraint.sdc
export NUM_CORES = 4
export LEC_CHECK = 1
export CORE_UTILIZATION = 40
==> ./constraint.sdc <==
current_design digitalAssign

set clk_period 6.0
set clk_io_pct 0.2

create_clock -name clk0 -period $clk_period [get_ports {clk}]

set non_clock_inputs [all_inputs -no_clocks]
set_input_delay [expr $clk_period * $clk_io_pct] -clock clk0 $non_clock_inputs
set_output_delay [expr $clk_period * $clk_io_pct] -clock clk0 [all_outputs]
==> qor.csv <==
metric,value,unit
post-cts-setup-buffers,0,
synth_flops,161,
die_w,143.2,microns
drt_pre_antenna_iters,5,
globalplace.congestion,0.9237,
synth_warnings,7,
grt_use_met3,3.347,%
h-tree-depth,4,
core-area,19530,sq um
drive_above_1_share,12.39,%
fp-row-count,51,
crit_buf_inv,0,
finalCritPeriodShare,58.19,%
yosysTopAreaCellShare,32.02,%
numCtsBuffers,17,
wl_per_cell,15.06,microns
layout.cells.most_common,dfrtp_1,
routed_wl,17250,microns
grt.busiest_layer,met1,
worstPathCellList,ha_1 > nand2_1 > nor4_1 > o22ai_1 > nor4_2 > nand4_2 > mux2_1,
cts_hold_buffers,0,
leakage,4.025,nW
status,"complete, no violations",
synth.distinct_cells,79,
slowest_delay,700,ps
path_clk_slew,50,ps
cp.arrival,3770,ps
grt.met2_usage,27.24,%
synth_cells,826,
routed_via_density,5.305,
place_hpwl,12050,microns
final_layout_top_logic_cells,"102 x dfrtp_1, 71 x nand2_1, 68 x clkdlybuf4s50_1",
chip_area,20500,sq um
rr_worst_depth,7,
flop_cell,dfrtp_1,
root_buffer,clkbuf_16,
grt_pass1_wl,29440,microns
antenna_found_initial,0,
drc,0,
switching_power,0.0003670,W
critPathCaptureType,flip-flop,
postLayoutCoreUtil,47.48,%
ant_nets,0,
async_reset_ff_share,74.53,%
worst_setup_path_start_kind,flip-flop,
cts_tree,built,
cp_num_cells,7,
topCellsByArea,"dfrtp_1 32%, dlxtn_1 7.7%, dfstp_2 5.9%",
synth-edff-count,0,
holdWs,469.2,ps
final_max_slew_viol_count,0,
p_clk_share,53.1,%
clock_path_buffers,2,
groute.layer.met1.usage,29.95,%
grt_overflow_total,0,
finalHoldViolations,0,
seqPwrFrac,45.4,%
combinationalPowerShare,1.5,%
rsz0062_at_grt,false,
setup_violations,0,
ys_cells,826,
unclocked_pins,44,
grt_max_degree,51,
worstPathMaxFanout,25,
cpLargestDelayFamily,simple AND/OR/NAND/NOR gates,
yosysTopAreaCell,dfrtp_1,
nFillCells,1847,
internal_power,0.001376,W
switching_share,21.06,%
synth_area,7973,sq um
cts_resized,0,
yosys_area,7973,sq um
min_path_type,flip-flop to flip-flop,
tightest_slew,817.1,ps
clock_latency,410,ps
antenna_cells,0,
slew_headroom,45.40,%
dieHeight,143.2,microns
drt_iter0_drc,350,
fp-utilization,40.83,%
regToRegSetupSlack,2510,ps
area_growth_syn_to_layout,16.29,%
slowest_stage,nand4_2,
min_period,3491,ps
p_per_area,188.0,nW/um^2
r2r-start,close_inst.slow_counter[0]$_DFFE_PN0P_,
clock.fmax,286.4,MHz
grt_pass1_vias,5759,
untimed_endpoints,102,
port_buffers,70,
ir_drop,0.0001770,V
path_class,flip-flop to flip-flop,
cp.required,6280,ps
io_pins,82,
synth.avg_cell_area,9.652,sq um
r2r_end,close_inst.led[15]$_DFFE_PN0P_,
finalSetupTns,0,ps
grt_usage,18.51,%
cap_violations,0,
worst_clock_skew,7.053,ps
warning_count,31,
critPathCapture,close_inst.led[15]$_DFFE_PN0P_,
crit_start,close_inst.slow_counter[0]$_DFFE_PN0P_,
vias,6074,
-- per-stage QoR --
stage | total power (W) | worst slack [ps] | cells | cell area [sq um]
global route | 0.001813 | 2079 | 1145 | 9271
detailed placement | 0.0008319 | 2534 | 1113 | 8732
finish | 0.001743 | 2509 | 1145 | 9271
global placement | 0.0008322 | 2681 | 1113 | 8732
floorplan | 0.0008108 | 3124 | 835 | 8006
CTS | 0.001770 | 2495 | 1145 | 9271
-- cell families (layout without fill, tap and decap cells) --
logic type	count (synthesis)	count (layout)	synth area share (%)
AND-OR/OR-AND	132	132	10.84
AND/OR/NAND/NOR	326	326	22.71
buffers and inverters	88	133	5.603
latches	41	41	7.721
multiplexers	49	49	7.141
flip-flops	120	120	37.95
XOR/XNOR	58	58	6.372
other	2	11	0.09420
adder cells (fa/ha/maj)	10	10	1.569
-- power by group through the flow --
stage,Combinational [W],Sequential (W),Clock [W]
CTS,0.0000282,0.000791,0.000951
global route,0.0000311,0.000790,0.000992
finish,0.0000262,0.000791,0.000926
-- registers in the layout, indices dropped and copies added (netlist names) --
name                        count
close_inst.led                 18
clock_divider_inst.counter     32
close_inst.slow_counter        24
status1                         4
result                          3
status2                         3
next_state                      3
open_inst.slow_counter         24
status4                         4
open_inst.led                  18
current_state                   3
status5                         1
clock_divider_inst.clk_out      1
led                            18
status3                         5
-- cells in the mapped netlist (3+ instances only) --
library cell / count
nand2b_1: 9
dfrtp_1: 102
clkbuf_1: 23
mux2_1: 11
nand4_1: 23
a31oi_1: 5
nor2b_1: 13
or3_1: 7
xnor2_1: 31
dfstp_2: 18
buf_4: 22
o21ai_0: 39
ha_1: 10
o21a_1: 19
or4_1: 7
buf_2: 15
mux2_2: 32
and4_1: 8
nand4b_1: 5
o22ai_1: 4
o31ai_1: 4
dlxtn_1: 41
nor3_1: 27
nand2_1: 71
inv_1: 24
a21o_1: 3
nor4_1: 15
nand3_1: 39
nor4b_1: 5
and3_1: 21
nor2_1: 48
and2_1: 5
mux2_4: 5
a21oi_1: 21
or2_2: 3
xor2_1: 27
o211ai_1: 6
o21ai_1: 4
-- area by class of cell --
| type | instances | area, sq um | share of cell area, % |
|---|---|---|---|
| multi-input combinational | 586 | 3924 | 42.32 |
| sequential | 161 | 3641 | 39.27 |
| timing repair buffer | 77 | 745.7 | 8.043 |
| clock buffer | 23 | 457.9 | 4.939 |
| tap | 265 | 331.6 | 3.576 |
| inverter | 24 | 90.09 | 0.9717 |
| clock inverter | 9 | 81.33 | 0.8772 |
-- worst min path at each step --
stage | endpoint | cells after the start | start | slack (ps)
final | clock_divider_inst.counter[31]$_DFF_PN0_ | 1 | clock_divider_inst.counter[31]$_DFF_PN0_ | 470
after CTS | clock_divider_inst.counter[31]$_DFF_PN0_ | 1 | clock_divider_inst.counter[31]$_DFF_PN0_ | 470
after global routing | clock_divider_inst.counter[4]$_DFF_PN0_ | 1 | clock_divider_inst.counter[4]$_DFF_PN0_ | 500
-- per-layer routing --
| metal | wire length [microns] | up-vias |
|---|---|---|
| met5 | 0 | - |
| met4 | 235 | 0 |
| met3 | 912 | 22 |
| met2 | 7576 | 144 |
| met1 | 8522 | 2895 |
| li1 | - | 3013 |
Power figures rest on the tool's default switching activity, not on a simulated workload.
